--- design/flow/run.sh ---
#!/bin/bash
# OpenROAD 26Q1-2900-gdf79404cd8, Yosys 0.63+post, stock flow scripts
make -C /OpenROAD-flow-scripts/flow DESIGN_CONFIG=/design/flow/config.mk WORK_HOME=/design/flow/orfs finish
--- design/flow/config.mk ---
export PLATFORM = sky130hd
export DESIGN_NAME = display_setSecond
export DESIGN_NICKNAME = display_setSecond
export VERILOG_FILES = /design/flow/design.v
export SDC_FILE = /design/flow/constraint.sdc
export NUM_CORES = 4
export LEC_CHECK = 1
export CORE_UTILIZATION = 30
--- design/flow/constraint.sdc ---
current_design display_setSecond

set clk_period 6.4
set clk_io_pct 0.2

create_clock -name clk0 -period $clk_period [get_ports {clk}]
create_clock -name clk1 -period $clk_period [get_ports {clkIR}]

set non_clock_inputs [all_inputs -no_clocks]
set_input_delay [expr $clk_period * $clk_io_pct] -clock clk0 $non_clock_inputs
set_output_delay [expr $clk_period * $clk_io_pct] -clock clk0 [all_outputs]
--- design/flow/design.v ---
module IR_RECEIVE(
					iCLK,          
					iRST_n,        
					iIRDA,         
					oDATA_READY,   
					oDATA          
					);
parameter IDLE               = 2'b00;     
parameter GUIDANCE           = 2'b01;     
parameter DATAREAD           = 2'b10;     
parameter IDLE_HIGH_DUR      =  262143;   
parameter GUIDE_LOW_DUR      =  230000;   
parameter GUIDE_HIGH_DUR     =  210000;   
parameter DATA_HIGH_DUR      =  41500;	   
parameter BIT_AVAILABLE_DUR  =  20000;    
input         iCLK;         
input         iRST_n;       
input         iIRDA;        
output        oDATA_READY;  
output [31:0] oDATA;        
reg    [31:0] oDATA;                  
reg    [17:0] idle_count;             
reg           idle_count_flag;        
reg    [17:0] state_count;            
reg           state_count_flag;       
reg    [17:0] data_count;             
reg           data_count_flag;        
reg     [5:0] bitcount;               
reg     [1:0] state;                  
reg    [31:0] data;                   
reg    [31:0] data_buf;               
reg           data_ready;             
assign oDATA_READY = data_ready;
always @(posedge iCLK or negedge iRST_n)	
	  if (!iRST_n)
		   idle_count <= 0;
	  else if (idle_count_flag)     
			 idle_count <= idle_count + 1'b1;
		else  
			 idle_count <= 0;	          
always @(posedge iCLK or negedge iRST_n)	
	  if (!iRST_n)
		   idle_count_flag <= 1'b0;
	  else if ((state == IDLE) && !iIRDA)
			 idle_count_flag <= 1'b1;
		else                           
			 idle_count_flag <= 1'b0;		     		 	
always @(posedge iCLK or negedge iRST_n)	
	  if (!iRST_n)
		   state_count <= 0;
	  else if (state_count_flag)     
			 state_count <= state_count + 1'b1;
		else  
			 state_count <= 0;	         
always @(posedge iCLK or negedge iRST_n)	
	  if (!iRST_n)
		   state_count_flag <= 1'b0;
	  else if ((state == GUIDANCE) && iIRDA)
			 state_count_flag <= 1'b1;
		else  
			 state_count_flag <= 1'b0;     		 	
always @(posedge iCLK or negedge iRST_n)	
	  if (!iRST_n)
		   data_count <= 1'b0;
	  else if(data_count_flag)       
			 data_count <= data_count + 1'b1;
		else 
			 data_count <= 1'b0;         
always @(posedge iCLK or negedge iRST_n)
	  if (!iRST_n) 
		   data_count_flag <= 0;	
	  else if ((state == DATAREAD) && iIRDA)
			 data_count_flag <= 1'b1;  
		else
			 data_count_flag <= 1'b0; 
always @(posedge iCLK or negedge iRST_n)
    if (!iRST_n)
       bitcount <= 6'b0;
	  else if (state == DATAREAD)
		begin
			if (data_count == 20000)
					bitcount <= bitcount + 1'b1;  
		end   
	  else
	     bitcount <= 6'b0;
always @(posedge iCLK or negedge iRST_n) 
	  if (!iRST_n)	     
	     state <= IDLE;
	  else 
			 case (state)
 			    IDLE     : if (idle_count > GUIDE_LOW_DUR)   
			  	              state <= GUIDANCE; 
			    GUIDANCE : if (state_count > GUIDE_HIGH_DUR) 
			  	              state <= DATAREAD;
			    DATAREAD : if ((data_count >= IDLE_HIGH_DUR) || (bitcount >= 33))
			  					      state <= IDLE;
	        default  : state <= IDLE;  
			 endcase
always @(posedge iCLK or negedge iRST_n)
	  if (!iRST_n)
	     data <= 0;
		else if (state == DATAREAD)
		begin
			 if (data_count >= DATA_HIGH_DUR)  
			    data[bitcount-1'b1] <= 1'b1;   
		end
		else
			 data <= 0;
always @(posedge iCLK or negedge iRST_n) 
	  if (!iRST_n)
	     data_ready <= 1'b0;
    else if (bitcount == 32)   
		begin
			 if (data[31:24] == ~data[23:16])
			 begin		
					data_buf <= data;      
				  data_ready <= 1'b1;    
			 end	
			 else
				  data_ready <= 1'b0 ;   
		end
		else
		   data_ready <= 1'b0 ;
always @(posedge iCLK or negedge iRST_n)
	  if (!iRST_n)
		   oDATA <= 32'b0000;
	  else if (data_ready)
	     oDATA <= data_buf;   
endmodule
module display_setSecond (input key, clk, up_down, enable, input [6:0] max_second,
								  output [6:0] hex0 , hex1,
								  output reg [6:0] count,
								  input enableIR,					 
								  input clkIR,						 
								  input resetIR,					 
								  input IRDA_RXD,					 
								  input [2:0] IRled,				 
								  output reg [2:0] IRled_out,	 
								  input start,						 
								  input mode						 
								  );	
initial count = 7'd30;
display_to_2Led7seg x(.enable(enable), .count(count), .hex0(hex0), .hex1(hex1));
wire  data_ready;         
wire  [31:0] hex_data;    
IR_RECEIVE u1(
					.iCLK(clkIR), 
					.iRST_n(resetIR),        
					.iIRDA(IRDA_RXD), 
					.oDATA_READY(data_ready),
					.oDATA(hex_data)        
					);
reg count_enough;   
reg [6:0] count_tmp;
always@(negedge data_ready)begin
	if(enableIR == 1) begin
		case(hex_data[23:16])
				8'h00: if(count_enough == 0) begin 
								count_tmp <= 7'd0;
								count_enough <= 1'b1;
						 end
						 else if(count_enough == 1) begin
							count_tmp <= count_tmp * 10;
							count_enough <= 1'b0; 	
						 end
				8'h01: if(count_enough == 0) begin 
								count_tmp <= 7'd1;
								count_enough <= 1'b1;
						 end
						 else begin
							count_tmp <= count_tmp * 10 + 1;
							count_enough <= 1'b0;
						 end
				8'h02: if(count_enough == 0) begin 
								count_tmp <= 7'd2;
								count_enough <= 1'b1;
						 end
						 else begin
							count_tmp <= count_tmp * 10 + 2;
							count_enough <= 1'b0;
						 end
				8'h03: if(count_enough == 0) begin 
								count_tmp <= 7'd3;
								count_enough <= 1'b1;
						 end
						 else begin
							count_tmp <= count_tmp * 10 + 3;
							count_enough <= 1'b0;
						 end
				8'h04: if(count_enough == 0) begin 
								count_tmp <= 7'd4;
								count_enough <= 1'b1;
						 end
						 else begin
							count_tmp <= count_tmp * 10 + 4;
							count_enough <= 1'b0;
						 end
				8'h05: if(count_enough == 0) begin 
								count_tmp <= 7'd5;
								count_enough <= 1'b1;
						 end
						 else begin
							count_tmp <= count_tmp * 10 + 5;
							count_enough <= 1'b0;
						 end
				8'h06: if(count_enough == 0) begin 
								count_tmp <= 7'd6;
								count_enough <= 1'b1;
						 end
						 else begin
							count_tmp <= count_tmp * 10 + 6;
							count_enough <= 1'b0;
						 end
				8'h07: if(count_enough == 0) begin 
								count_tmp <= 7'd7;
								count_enough <= 1'b1;
						 end
						 else begin
							count_tmp <= count_tmp * 10 + 7;
							count_enough <= 1'b0;
						 end
				8'h08: if(count_enough == 0) begin 
								count_tmp <= 7'd8;
								count_enough <= 1'b1;
						 end
						 else begin
							count_tmp <= count_tmp * 10 + 8;
							count_enough <= 1'b0;
						 end
				8'h09: if(count_enough == 0) begin 
								count_tmp <= 7'd9;
								count_enough <= 1'b1;
						 end
						 else begin
							count_tmp <= count_tmp * 10 + 9;
							count_enough <= 1'b0;
						 end
				8'h1B: begin 
							if (count_tmp < max_second) 	count_tmp <= count_tmp + 1;
							else 						 			count_tmp <= 7'b0;
							if (count_tmp > 7'd9)         count_enough <= 1'b0;
							else 					    		   count_enough <= count_enough;
						 end
				8'h1F: begin 
							if (count_tmp > 0) 				count_tmp <= count_tmp - 1;
							else 						 			count_tmp <= max_second;
							if (count_tmp > 7'd9)       	count_enough <= 1'b0;
							else 					   	 		count_enough <= count_enough;
						 end
				default:begin
							count_tmp <= count_tmp;
							count_enough <= count_enough;
							IRled_out <= IRled_out;
						  end
				endcase
	end
	else count_tmp <= count_tmp;
end
always @(posedge clk) begin		 
	if(mode == 1'b1) begin
		if (enableIR == 1) begin
			count <= count_tmp;
		end
		else count <= count;
	end
	else begin
		if(up_down) begin 											 
			if((key == 0) && (count < max_second)) 		  count <= count + 1;
			else if((key == 0) && (count == max_second))   count <= 7'd0;
			else if(count > max_second)						  count <= max_second;
			else 												  		  count <= count;
		end
		else begin
			if((key == 0) && (count > 7'd0)) 		 		  count <= count - 1;
			else if((key == 0) && (count == 7'd0))   	  	  count <= max_second;
			else if(count > max_second)						  count <= max_second;
			else														  count <= count;
		end
	end  
end 
endmodule 
module display_to_2Led7seg (input enable, input [6:0] count, output [6:0] hex0, hex1);
wire [3:0] count_n, count_d;
assign count_n = count / 10;
assign count_d = count % 10;
led7seg A(.enable(enable), .BCD(count_n), .led7seg(hex1));
led7seg B(.enable(enable), .BCD(count_d), .led7seg(hex0));
endmodule 
module led7seg(output [6:0] led7seg,input enable, input [3:0] BCD );
	wire [6:0] w_out;
	assign led7seg[6:0] = (enable == 1'b1)?w_out[6:0]:7'b111_1111;
	assign w_out[6:0] = (BCD == 4'd0)?7'b100_0000:
							(BCD == 4'd1)?7'b111_1001:
							(BCD == 4'd2)?7'b010_0100:
							(BCD == 4'd3)?7'b011_0000:
							(BCD == 4'd4)?7'b001_1001:
							(BCD == 4'd5)?7'b001_0010:
							(BCD == 4'd6)?7'b000_0010:
							(BCD == 4'd7)?7'b111_1000:
							(BCD == 4'd8)?7'b000_0000:
							(BCD == 4'd9)?7'b001_0000:7'b111_1111;
endmodule
==> flow_summary.toml <==
# yosys + openroad results
[floorplan]
chip_area_um2 = 29000
die_h_um = 170
rows = 61
fp_util_pct = 30.5
core_area_um2 = 27800
die_width_um = 170
design.portCount = 44

[final_layout]
drive_above_1_share_pct = 7.48
area_delta_synth_final_pct = 12.3
filler_cell_count = 2825

[cts]
post-cts-setup-buffers = 0
cts_hold_repair.buffers = 0
postCtsResizedCells = 0
tritoncts = "yes"
clkTransAtPathRegs_ps = 60

[yosys]
synth_seq_share_pct = 35.0
flop_cell = "sky130_fd_sc_hd__dfrtp_1"
synthesized_instance_count = 944
enable_flop_cells = 23
synth-cells-yosys = 944
share_of_synthesized_cell_area_in_and_or_nand_and_nor_gates_pct = 23.5
mux_share_pct = 2.65
synth_xor_xnor_area_share_pct = 9.64
synthesis.yosys.warnings = 2
post_synth_main_logic_family = "simple AND/OR/NAND/NOR gates"
postSynthRegisterBits = 114
yosys_reported_design_area_after_synthesis_um2 = 8480
synth-adder-area-share_pct = 6.13
post_synth_ao_oa_area_fraction_pct = 18.6
synth_area_um2 = 8480
synth_cell_type_count = 95
synth_async_sr_flop_share_pct = 79.8
synthesis.area_per_instance_um2 = 8.99

[run_status]
run_status = "finished, final reports clean"

[sta]
final_tally_of_max_slew_violations = 0
timing.clock.skew_ps = 8.56
hold_viol_final = 0
finalSetupViolCount = 0
fin_hold_ws_ps = 478
max-slew-margin-rel_pct = 48.2
setup_total_negative_slack_ps = 0
unconstrained_endpoints = 16
unclocked_pins = 8
worst_tran_pin_value_ps = 767
grt_setup_unrepaired = "no"

[global_routing]
global_route.usage.met1_pct = 21.4
antenna_found_initial = 0
number_of_global_route_vias_before_repair = 6392
grt_use_met3_pct = 1.47
grt_max_degree = 54
grt_overflow_total = 0
globalRoute.busiestLayer = "met1"
grt_util_overall_pct = 13.6
grt_first_pass_wirelength_um = 32000
gr-usage-met2_pct = 20.9

[placed_design]
place.gp.congestion = 0.900
portBuffers = 35
hpwlAfterDp_um = 13100

[worst_setup_path]
first_element_of_the_critical_path = "count[5]"
crit_required_ps = 5120
critPathMaxStageDelay_ps = 500
critical_path.max_fanout = 25
regToRegSetupSlack_ps = 3110
crit_end = "hex0[0]"
reg2reg_depth = 10
worstReg2RegStart = "count[0]"
crit_arrival_ps = 4030
worstReg2RegEnd = "count[4]"
critical_path.slowest_cell = "sky130_fd_sc_hd__clkdlybuf4s50_1"
worst_setup_path_start_kind = "flop"
critical_path.cell_chain = "buf_4, nor2_2, inv_1, ha_1, nand3b_1, a221oi_4, a2111oi_2, a311oi_4, o221ai_4, xnor2_2, o311ai_2, clkdlybuf4s50_1"
crit_path_end_kind = "output port"
timing_worst_setup_path_type = "reg2out"

[power]
internal-power_mw = 1.29
ir_drop_v = 0.0000986
pwr-share-comb_pct = 25.5
power.share.sequential_pct = 39.0
sw_frac_of_total_pct = 28.1
power.net_switching_mw = 0.504
clock_power_share_pct = 35.5
power-per-cell-area_nw_per_um2 = 188
power.static_leakage_nw = 3.93

[route]
routedWlPerCell_um = 13.9
detailed_routing_iteration_count_for_the_pre_antenna_repair_pass = 5
drt-initial-drc-count = 538
diodes = 0
vias = 6812
wirelength_um = 18600
drt_antenna_net_count = 0
detail_route.vias_per_cell = 5.08
remaining_drcs = 0

[job]
max_cap_viol_count = 0
tool_warnings = 44

[worst_hold_path]
worst_hold_path_type = "reg2reg"
==> power by group through the flow <==
stage / clock [mW] / combinational (mW) / sequential, mW
6_report: 0.637 / 0.456 / 0.699
5_1_grt: 0.685 / 0.505 / 0.699
4_1_cts: 0.658 / 0.459 / 0.698
==> cells in the final DEF (no fill, tap or decap), types with 7 or more instances in the layout <==
| master | count |
|---|---|
| sky130_fd_sc_hd__a211oi_1 | 9 |
| sky130_fd_sc_hd__a21oi_1 | 31 |
| sky130_fd_sc_hd__a31oi_1 | 13 |
| sky130_fd_sc_hd__and2_1 | 61 |
| sky130_fd_sc_hd__and3_1 | 19 |
| sky130_fd_sc_hd__buf_4 | 11 |
| sky130_fd_sc_hd__clkbuf_16 | 12 |
| sky130_fd_sc_hd__clkdlybuf4s50_1 | 34 |
| sky130_fd_sc_hd__dfrtp_1 | 90 |
| sky130_fd_sc_hd__edfxtp_1 | 23 |
| sky130_fd_sc_hd__ha_1 | 40 |
| sky130_fd_sc_hd__inv_1 | 36 |
| sky130_fd_sc_hd__mux2_2 | 12 |
| sky130_fd_sc_hd__mux2i_1 | 9 |
| sky130_fd_sc_hd__nand2_1 | 88 |
| sky130_fd_sc_hd__nand2b_1 | 9 |
| sky130_fd_sc_hd__nand3_1 | 47 |
| sky130_fd_sc_hd__nand4_1 | 19 |
| sky130_fd_sc_hd__nor2_1 | 57 |
| sky130_fd_sc_hd__nor2b_1 | 14 |
| sky130_fd_sc_hd__nor3_1 | 16 |
| sky130_fd_sc_hd__o211ai_1 | 12 |
| sky130_fd_sc_hd__o21ai_0 | 47 |
| sky130_fd_sc_hd__or3_1 | 7 |
| sky130_fd_sc_hd__xnor2_1 | 61 |
| sky130_fd_sc_hd__xor2_1 | 28 |
==> synthesized netlist by cell type (4+ instances only) <==
| cell | instances | area share [%] |
|---|---|---|
| sky130_fd_sc_hd__o21a_1 | 5 | 0.44 |
| sky130_fd_sc_hd__a211o_1 | 5 | 0.52 |
| sky130_fd_sc_hd__o22ai_1 | 4 | 0.29 |
| sky130_fd_sc_hd__xnor2_1 | 61 | 6.3 |
| sky130_fd_sc_hd__nor4_1 | 4 | 0.29 |
| sky130_fd_sc_hd__xor2_1 | 28 | 2.9 |
| sky130_fd_sc_hd__nand2_1 | 88 | 3.9 |
| sky130_fd_sc_hd__nand4b_1 | 5 | 0.52 |
| sky130_fd_sc_hd__nand4_1 | 19 | 1.4 |
| sky130_fd_sc_hd__o21ai_0 | 47 | 2.8 |
| sky130_fd_sc_hd__a22o_1 | 6 | 0.62 |
| sky130_fd_sc_hd__a21oi_1 | 31 | 1.8 |
| sky130_fd_sc_hd__buf_4 | 6 | 0.53 |
| sky130_fd_sc_hd__nor3b_1 | 6 | 0.53 |
| sky130_fd_sc_hd__a21o_1 | 6 | 0.53 |
| sky130_fd_sc_hd__o21ai_1 | 4 | 0.24 |
| sky130_fd_sc_hd__nor2_1 | 57 | 2.5 |
| sky130_fd_sc_hd__and3_1 | 19 | 1.4 |
| sky130_fd_sc_hd__or3_1 | 7 | 0.52 |
| sky130_fd_sc_hd__a211oi_1 | 9 | 0.80 |
| sky130_fd_sc_hd__mux2_2 | 12 | 1.6 |
| sky130_fd_sc_hd__clkbuf_1 | 35 | 1.5 |
| sky130_fd_sc_hd__inv_1 | 36 | 1.6 |
| sky130_fd_sc_hd__a31oi_1 | 13 | 0.96 |
| sky130_fd_sc_hd__o211ai_1 | 12 | 1.1 |
| sky130_fd_sc_hd__nand2b_1 | 9 | 0.66 |
| sky130_fd_sc_hd__nor3_1 | 16 | 0.94 |
| sky130_fd_sc_hd__mux2i_1 | 9 | 1.1 |
| sky130_fd_sc_hd__a22oi_1 | 4 | 0.35 |
| sky130_fd_sc_hd__a221oi_1 | 6 | 0.62 |
| sky130_fd_sc_hd__nand3_1 | 47 | 2.8 |
| sky130_fd_sc_hd__and4_1 | 5 | 0.52 |
| sky130_fd_sc_hd__o221ai_1 | 5 | 0.52 |
| sky130_fd_sc_hd__and2_1 | 61 | 4.5 |
| sky130_fd_sc_hd__ha_1 | 40 | 5.9 |
| sky130_fd_sc_hd__nor2b_1 | 14 | 1.0 |
| sky130_fd_sc_hd__a21boi_0 | 5 | 0.44 |
| sky130_fd_sc_hd__dfrtp_1 | 90 | 27 |
| sky130_fd_sc_hd__edfxtp_1 | 23 | 8.1 |
==> layout make-up <==
cell class              count  area, um^2  area share (%)
inverters                  38         143            1.50
clock buffers              15         322            3.37
well taps                 378         473            4.96
flip-flops and latches    114        2970            31.2
clock inverters             5        51.3           0.538
multi-input cells         745        5150            54.0
repair buffers             45         423            4.44
==> metal layers <==
| metal | part of all wire (%) | vias up |
|---|---|---|
| li1 | - | 3426 |
| met1 | 51 | 3223 |
| met2 | 44 | 137 |
| met3 | 3.8 | 26 |
| met4 | 1.6 | 0 |
| met5 | 0 | - |
==> cells by family after synthesis <==
family          after synthesis
simple gates                376
compound gates              213
flops                       114
xor+xnor                     91
buf+inv                      87
fa+ha+maj                    41
mux                          21
other cells                   1
==> how the worst min path moves through the flow <==
| stage | endpoint | cells after the start | slack (ps) | from |
|---|---|---|---|---|
| CTS | u1.oDATA[17] | 1 | 480 | u1.data_buf[17] |
| global route | u1.oDATA[17] | 1 | 490 | u1.data_buf[17] |
| finish | u1.oDATA[20] | 1 | 480 | u1.data_buf[20] |
==> worst max-delay path, delay by kind of cell, from the launching register on <==
family                     cells  cell delay, ps
AOI/OAI and AO/OA              5            1430
buffers and inverters          3             870
and+or+nand+nor                2             570
adders and majority gates      1             350
DFF                            1             350
xor gates and xnor gates       1             220
==> state kept, by name, indices dropped and copies added, names as in the netlist <==
| signal | cells |
|---|---|
| u1.data | 16 |
| u1.data_count_flag | 1 |
| u1.idle_count_flag | 1 |
| count | 7 |
| u1.state | 3 |
| u1.idle_count | 18 |
| u1.data_ready | 1 |
| count_tmp | 7 |
| u1.bitcount | 6 |
| u1.data_count | 18 |
| u1.data_buf | 8 |
| u1.oDATA | 8 |
| count_enough | 1 |
| u1.state_count | 18 |
| u1.state_count_flag | 1 |
==> stage by stage <==
stage	instance area (um^2)	util [%]	cells	worst slack, ps	total power [mW]
6_report	9530	34.3	1340	1090	1.79
5_1_grt	9530	34.3	1340	778	1.89
4_1_cts	9530	34.3	1340	1040	1.82
3_5_place_dp	9160	33.0	1320	1290	1.17
3_3_place_gp	9160	33.0	1320	1300	1.17
2_1_floorplan	8490	-	946	2280	1.02
Power and IR drop assume default switching activity.
