## /design/flow/config.mk

```make
export PLATFORM = sky130hd
export DESIGN_NAME = IR_controller
export DESIGN_NICKNAME = IR_controller
export VERILOG_FILES = /design/flow/design.v
export SDC_FILE = /design/flow/constraint.sdc
export NUM_CORES = 4
export LEC_CHECK = 1
export CORE_UTILIZATION = 30
```

## /design/flow/constraint.sdc

```tcl
current_design IR_controller

set clk_period 3.5
set clk_io_pct 0.2

create_clock -name clk0 -period $clk_period [get_ports {CLOCK_50}]

set non_clock_inputs [all_inputs -no_clocks]
set_input_delay [expr $clk_period * $clk_io_pct] -clock clk0 $non_clock_inputs
set_output_delay [expr $clk_period * $clk_io_pct] -clock clk0 [all_outputs]
```

## /design/flow/design.v

```verilog
module IR_RECEIVE(
					iCLK,          
					iRST_n,        
					iIRDA,         
					oDATA_READY,   
					oDATA          
					);
parameter IDLE               = 2'b00;     
parameter GUIDANCE           = 2'b01;     
parameter DATAREAD           = 2'b10;     
parameter IDLE_HIGH_DUR      =  262143;   
parameter GUIDE_LOW_DUR      =  230000;   
parameter GUIDE_HIGH_DUR     =  210000;   
parameter DATA_HIGH_DUR      =  41500;	   
parameter BIT_AVAILABLE_DUR  =  20000;    
input         iCLK;         
input         iRST_n;       
input         iIRDA;        
output        oDATA_READY;  
output [31:0] oDATA;        
reg    [31:0] oDATA;                  
reg    [17:0] idle_count;             
reg           idle_count_flag;        
reg    [17:0] state_count;            
reg           state_count_flag;       
reg    [17:0] data_count;             
reg           data_count_flag;        
reg     [5:0] bitcount;               
reg     [1:0] state;                  
reg    [31:0] data;                   
reg    [31:0] data_buf;               
reg           data_ready;             
assign oDATA_READY = data_ready;
always @(posedge iCLK or negedge iRST_n)	
	  if (!iRST_n)
		   idle_count <= 0;
	  else if (idle_count_flag)     
			 idle_count <= idle_count + 1'b1;
		else  
			 idle_count <= 0;	          
always @(posedge iCLK or negedge iRST_n)	
	  if (!iRST_n)
		   idle_count_flag <= 1'b0;
	  else if ((state == IDLE) && !iIRDA)
			 idle_count_flag <= 1'b1;
		else                           
			 idle_count_flag <= 1'b0;		     		 	
always @(posedge iCLK or negedge iRST_n)	
	  if (!iRST_n)
		   state_count <= 0;
	  else if (state_count_flag)     
			 state_count <= state_count + 1'b1;
		else  
			 state_count <= 0;	         
always @(posedge iCLK or negedge iRST_n)	
	  if (!iRST_n)
		   state_count_flag <= 1'b0;
	  else if ((state == GUIDANCE) && iIRDA)
			 state_count_flag <= 1'b1;
		else  
			 state_count_flag <= 1'b0;     		 	
always @(posedge iCLK or negedge iRST_n)	
	  if (!iRST_n)
		   data_count <= 1'b0;
	  else if(data_count_flag)       
			 data_count <= data_count + 1'b1;
		else 
			 data_count <= 1'b0;         
always @(posedge iCLK or negedge iRST_n)
	  if (!iRST_n) 
		   data_count_flag <= 0;	
	  else if ((state == DATAREAD) && iIRDA)
			 data_count_flag <= 1'b1;  
		else
			 data_count_flag <= 1'b0; 
always @(posedge iCLK or negedge iRST_n)
    if (!iRST_n)
       bitcount <= 6'b0;
	  else if (state == DATAREAD)
		begin
			if (data_count == 20000)
					bitcount <= bitcount + 1'b1;  
		end   
	  else
	     bitcount <= 6'b0;
always @(posedge iCLK or negedge iRST_n) 
	  if (!iRST_n)	     
	     state <= IDLE;
	  else 
			 case (state)
 			    IDLE     : if (idle_count > GUIDE_LOW_DUR)   
			  	              state <= GUIDANCE; 
			    GUIDANCE : if (state_count > GUIDE_HIGH_DUR) 
			  	              state <= DATAREAD;
			    DATAREAD : if ((data_count >= IDLE_HIGH_DUR) || (bitcount >= 33))
			  					      state <= IDLE;
	        default  : state <= IDLE;  
			 endcase
always @(posedge iCLK or negedge iRST_n)
	  if (!iRST_n)
	     data <= 0;
		else if (state == DATAREAD)
		begin
			 if (data_count >= DATA_HIGH_DUR)  
			    data[bitcount-1'b1] <= 1'b1;   
		end
		else
			 data <= 0;
always @(posedge iCLK or negedge iRST_n) 
	  if (!iRST_n)
	     data_ready <= 1'b0;
    else if (bitcount == 32)   
		begin
			 if (data[31:24] == ~data[23:16])
			 begin		
					data_buf <= data;      
				  data_ready <= 1'b1;    
			 end	
			 else
				  data_ready <= 1'b0 ;   
		end
		else
		   data_ready <= 1'b0 ;
always @(posedge iCLK or negedge iRST_n)
	  if (!iRST_n)
		   oDATA <= 32'b0000;
	  else if (data_ready)
	     oDATA <= data_buf;   
endmodule
module IR_controller(input enableIR,     	 
							input start,				 
							input CLOCK_50,
							input IRDA_RXD,			 
							inout reg [2:0] light_state_real,  
							input resetIR,				 
							input [6:0] max_second,
							output reg [6:0] countIR_out);
wire  data_ready;         
wire  [31:0] hex_data;    
IR_RECEIVE u1(
					.iCLK(CLOCK_50), 
					.iRST_n(resetIR),        
					.iIRDA(IRDA_RXD), 
					.oDATA_READY(data_ready),
					.oDATA(hex_data)        
					);
reg count_enough;   
always@(negedge data_ready)begin 
	if(enableIR) begin
			case(hex_data[23:16])
			8'h00: if(count_enough == 0) begin 
							countIR_out <= 7'd0;
							count_enough <= 1'b1;
					 end
					 else begin
						countIR_out <= countIR_out * 10;
						count_enough <= 1'b0;
					 end
			8'h01: if(count_enough == 0) begin 
							countIR_out <= 7'd1;
							count_enough <= 1'b1;
					 end
					 else begin
						countIR_out <= countIR_out * 10 + 1;
						count_enough <= 1'b0;
					 end
			8'h02: if(count_enough == 0) begin 
							countIR_out <= 7'd2;
							count_enough <= 1'b1;
					 end
					 else begin
						countIR_out <= countIR_out * 10 + 2;
						count_enough <= 1'b0;
					 end
			8'h03: if(count_enough == 0) begin 
							countIR_out <= 7'd3;
							count_enough <= 1'b1;
					 end
					 else begin
						countIR_out <= countIR_out * 10 + 3;
						count_enough <= 1'b0;
					 end
			8'h04: if(count_enough == 0) begin 
							countIR_out <= 7'd4;
							count_enough <= 1'b1;
					 end
					 else begin
						countIR_out <= countIR_out * 10 + 4;
						count_enough <= 1'b0;
					 end
			8'h05: if(count_enough == 0) begin 
							countIR_out <= 7'd5;
							count_enough <= 1'b1;
					 end
					 else begin
						countIR_out <= countIR_out * 10 + 5;
						count_enough <= 1'b0;
					 end
			8'h06: if(count_enough == 0) begin 
							countIR_out <= 7'd6;
							count_enough <= 1'b1;
					 end
					 else begin
						countIR_out <= countIR_out * 10 + 6;
						count_enough <= 1'b0;
					 end
			8'h07: if(count_enough == 0) begin 
							countIR_out <= 7'd7;
							count_enough <= 1'b1;
					 end
					 else begin
						countIR_out <= countIR_out * 10 + 7;
						count_enough <= 1'b0;
					 end
			8'h08: if(count_enough == 0) begin 
							countIR_out <= 7'd8;
							count_enough <= 1'b1;
					 end
					 else begin
						countIR_out <= countIR_out * 10 + 8;
						count_enough <= 1'b0;
					 end
			8'h09: if(count_enough == 0) begin 
							countIR_out <= 7'd9;
							count_enough <= 1'b1;
					 end
					 else begin
						countIR_out <= countIR_out * 10 + 9;
						count_enough <= 1'b0;
					 end
			8'h1B: if (countIR_out < max_second) countIR_out <= countIR_out + 1;
					 else 								 countIR_out <= 7'b0;
			8'h1F: if (countIR_out > 0) 			 countIR_out <= countIR_out - 1;
					 else 								 countIR_out <= max_second;
			8'h1A: if(start == 0) light_state_real <= light_state_real << 1;
					 else light_state_real <= light_state_real;
			8'h1E: if(start == 0) light_state_real <= light_state_real >> 1;
					 else light_state_real <= light_state_real;
			default:begin
						countIR_out <= countIR_out;
						count_enough <= count_enough;
						light_state_real <= light_state_real;
					  end
			endcase
	end
	else begin 
		countIR_out <= countIR_out;
	end
end				
endmodule 
```

## /design/flow/run.sh

```bash
#!/bin/bash
# OpenROAD 26Q1-2900-gdf79404cd8, Yosys 0.63+post, stock flow scripts
make -C /OpenROAD-flow-scripts/flow DESIGN_CONFIG=/design/flow/config.mk WORK_HOME=/design/flow/orfs finish
```

==> flow_metrics.tcl <==
# flow metrics
set metrics [dict create \
    postSynthAreaPerCell_um2 9.77 \
    cts_max_level 3 \
    clock_path_buffers 2 \
    synth-seq-cells 110 \
    enable_flop_cells 19 \
    ys_area_um2 6500 \
    unclocked_pins 11 \
    error "[error] [KeplerFormal.cpp:679] Workflow failed: Iso has multiple drivers: .light_state_real1, light_state_real[1]$_DFFE_NP_.Q0" \
    synthTopCellsByCount "90 x dfrtp_1, 57 x nand2_1, 44 x and2_1, 42 x xnor2_1, 37 x nand3_1" \
    fp.dieW_um 149 \
    cts_resized 0 \
    yosysTopAreaCell "dfrtp_1" \
    flop_cell "dfrtp_1" \
    chipHeight_um 149 \
    ys_types 66 \
    dp_cells 936 \
    synthDominantCellAreaShare 0.347 \
    outcome "stopped before the end" \
    ctsRootBufferMaster "clkbuf_16" \
    numPortBuffers 18 \
    ys_warn_count 2 \
    num_io_pins 22 \
    cts_made_buffers 9 \
    untimed_endpoints 32 \
    area_leaders "dfrtp_1 35%, edfxtp_1 8.8%, ha_1 6.0%, xnor2_1 5.7%, and2_1 4.2%" \
    lastStage "clock tree synthesis (4_1_cts)" \
    initCoreUtil 0.307 \
    gp_congestion 0.874 \
    syn_area_um2 6500 \
    ys_seq_frac 0.438 \
    num_rows 53 \
    async_reset_ff_frac 0.827 \
    synthCells 665 \
    ys_cells 665 \
    hold_buffers 0 \
    top_cell "dfrtp_1" \
    dpl.hpwl_mm 8.63 \
    post_cts_buffers 0 \
]
[per-stage QoR]
stage	instance area [um^2]	worst slack [ns]	hold slack (ns)	power (uW)	util
floorplan	6500	1.19	0.404	1190	-
global placement	6920	1.06	0.430	1230	0.327
detailed placement	6920	0.988	0.440	1230	0.327
[logic make-up after synthesis]
family | share of synthesized area
adder cells (fa/ha/maj) | 0.0628
AND/OR/NAND/NOR | 0.219
buffers and inverters | 0.0360
AND-OR/OR-AND | 0.128
XOR/XNOR | 0.0984
flip-flops | 0.438
multiplexers | 0.0168
Power is estimated from default activity; no workload was simulated.
