**./config.mk**
```make
export PLATFORM = sky130hd
export DESIGN_NAME = de2i_150_IR
export DESIGN_NICKNAME = de2i_150_IR
export VERILOG_FILES = /design/flow/design.v
export SDC_FILE = /design/flow/constraint.sdc
export NUM_CORES = 4
export LEC_CHECK = 1
export CORE_AREA = 10 10 284 284
export DIE_AREA = 0 0 294 294
```
**./constraint.sdc**
```tcl
current_design de2i_150_IR

set clk_period 4.5
set clk_io_pct 0.2

create_clock -name clk0 -period $clk_period [get_ports {CLOCK2_50}]

set non_clock_inputs [all_inputs -no_clocks]
set_input_delay [expr $clk_period * $clk_io_pct] -clock clk0 $non_clock_inputs
set_output_delay [expr $clk_period * $clk_io_pct] -clock clk0 [all_outputs]
```
**./design.v**
```verilog
module IR_RECEIVE(
					iCLK,          
					iRST_n,        
					iIRDA,         
					oDATA_READY,   
					oDATA          
					);
parameter IDLE               = 2'b00;     
parameter GUIDANCE           = 2'b01;     
parameter DATAREAD           = 2'b10;     
parameter IDLE_HIGH_DUR      =  262143;   
parameter GUIDE_LOW_DUR      =  230000;   
parameter GUIDE_HIGH_DUR     =  210000;   
parameter DATA_HIGH_DUR      =  41500;	   
parameter BIT_AVAILABLE_DUR  =  20000;    
input         iCLK;         
input         iRST_n;       
input         iIRDA;        
output        oDATA_READY;  
output [31:0] oDATA;        
reg    [31:0] oDATA;                  
reg    [17:0] idle_count;             
reg           idle_count_flag;        
reg    [17:0] state_count;            
reg           state_count_flag;       
reg    [17:0] data_count;             
reg           data_count_flag;        
reg     [5:0] bitcount;               
reg     [1:0] state;                  
reg    [31:0] data;                   
reg    [31:0] data_buf;               
reg           data_ready;             
assign oDATA_READY = data_ready;
always @(posedge iCLK or negedge iRST_n)	
	  if (!iRST_n)
		   idle_count <= 0;
	  else if (idle_count_flag)     
			 idle_count <= idle_count + 1'b1;
		else  
			 idle_count <= 0;	          
always @(posedge iCLK or negedge iRST_n)	
	  if (!iRST_n)
		   idle_count_flag <= 1'b0;
	  else if ((state == IDLE) && !iIRDA)
			 idle_count_flag <= 1'b1;
		else                           
			 idle_count_flag <= 1'b0;		     		 	
always @(posedge iCLK or negedge iRST_n)	
	  if (!iRST_n)
		   state_count <= 0;
	  else if (state_count_flag)     
			 state_count <= state_count + 1'b1;
		else  
			 state_count <= 0;	         
always @(posedge iCLK or negedge iRST_n)	
	  if (!iRST_n)
		   state_count_flag <= 1'b0;
	  else if ((state == GUIDANCE) && iIRDA)
			 state_count_flag <= 1'b1;
		else  
			 state_count_flag <= 1'b0;     		 	
always @(posedge iCLK or negedge iRST_n)	
	  if (!iRST_n)
		   data_count <= 1'b0;
	  else if(data_count_flag)       
			 data_count <= data_count + 1'b1;
		else 
			 data_count <= 1'b0;         
always @(posedge iCLK or negedge iRST_n)
	  if (!iRST_n) 
		   data_count_flag <= 0;	
	  else if ((state == DATAREAD) && iIRDA)
			 data_count_flag <= 1'b1;  
		else
			 data_count_flag <= 1'b0; 
always @(posedge iCLK or negedge iRST_n)
    if (!iRST_n)
       bitcount <= 6'b0;
	  else if (state == DATAREAD)
		begin
			if (data_count == 20000)
					bitcount <= bitcount + 1'b1;  
		end   
	  else
	     bitcount <= 6'b0;
always @(posedge iCLK or negedge iRST_n) 
	  if (!iRST_n)	     
	     state <= IDLE;
	  else 
			 case (state)
 			    IDLE     : if (idle_count > GUIDE_LOW_DUR)   
			  	              state <= GUIDANCE; 
			    GUIDANCE : if (state_count > GUIDE_HIGH_DUR) 
			  	              state <= DATAREAD;
			    DATAREAD : if ((data_count >= IDLE_HIGH_DUR) || (bitcount >= 33))
			  					      state <= IDLE;
	        default  : state <= IDLE;  
			 endcase
always @(posedge iCLK or negedge iRST_n)
	  if (!iRST_n)
	     data <= 0;
		else if (state == DATAREAD)
		begin
			 if (data_count >= DATA_HIGH_DUR)  
			    data[bitcount-1'b1] <= 1'b1;   
		end
		else
			 data <= 0;
always @(posedge iCLK or negedge iRST_n) 
	  if (!iRST_n)
	     data_ready <= 1'b0;
    else if (bitcount == 32)   
		begin
			 if (data[31:24] == ~data[23:16])
			 begin		
					data_buf <= data;      
				  data_ready <= 1'b1;    
			 end	
			 else
				  data_ready <= 1'b0 ;   
		end
		else
		   data_ready <= 1'b0 ;
always @(posedge iCLK or negedge iRST_n)
	  if (!iRST_n)
		   oDATA <= 32'b0000;
	  else if (data_ready)
	     oDATA <= data_buf;   
endmodule
module SEG_HEX
	(
		iDIG,							
		oHEX_D		
	);
input	  [3:0]   iDIG;				
output	  [6:0]	  oHEX_D;   
reg	  [6:0]	  oHEX_D;	
always @(iDIG) 
        begin
			case(iDIG)
			4'h0: oHEX_D <= 7'b1000000;  
			4'h1: oHEX_D <= 7'b1111001;  
			4'h2: oHEX_D <= 7'b0100100;  
			4'h3: oHEX_D <= 7'b0110000;  
			4'h4: oHEX_D <= 7'b0011001;  
			4'h5: oHEX_D <= 7'b0010010;  
			4'h6: oHEX_D <= 7'b0000010;  
			4'h7: oHEX_D <= 7'b1111000;  
			4'h8: oHEX_D <= 7'b0000000;  
			4'h9: oHEX_D <= 7'b0011000;  
			4'ha: oHEX_D <= 7'b0001000;  
			4'hb: oHEX_D <= 7'b0000011;  
			4'hc: oHEX_D <= 7'b1000110;  
			4'hd: oHEX_D <= 7'b0100001;  
			4'he: oHEX_D <= 7'b0000110;  
			4'hf: oHEX_D <= 7'b0001110;  
	     default: oHEX_D <= 7'b1000000;  
			endcase
		end
endmodule
module de2i_150_IR(
							CLOCK2_50,
							CLOCK3_50,
							CLOCK_50,
							DRAM_ADDR,
							DRAM_BA,
							DRAM_CAS_N,
							DRAM_CKE,
							DRAM_CLK,
							DRAM_CS_N,
							DRAM_DQ,
							DRAM_DQM,
							DRAM_RAS_N,
							DRAM_WE_N,
							EEP_I2C_SCLK,
							EEP_I2C_SDAT,
							ENET_GTX_CLK,
							ENET_INT_N,
							ENET_LINK100,
							ENET_MDC,
							ENET_MDIO,
							ENET_RST_N,
							ENET_RX_CLK,
							ENET_RX_COL,
							ENET_RX_CRS,
							ENET_RX_DATA,
							ENET_RX_DV,
							ENET_RX_ER,
							ENET_TX_CLK,
							ENET_TX_DATA,
							ENET_TX_EN,
							ENET_TX_ER,
							FAN_CTRL,
							FL_CE_N,
							FL_OE_N,
							FL_RY,
							FL_WE_N,
							FL_WP_N,
							FL_RESET_N,
							FS_DQ,
							FS_ADDR,
							GPIO,
							G_SENSOR_INT1,
							G_SENSOR_SCLK,
							G_SENSOR_SDAT,
							HEX0,
							HEX1,
							HEX2,
							HEX3,
							HEX4,
							HEX5,
							HEX6,
							HEX7,
							HSMC_CLKIN0,
							HSMC_CLKIN_N1,
							HSMC_CLKIN_N2,
							HSMC_CLKIN_P1,
							HSMC_CLKIN_P2,
							HSMC_CLKOUT0,
							HSMC_CLKOUT_N1,
							HSMC_CLKOUT_N2,
							HSMC_CLKOUT_P1,
							HSMC_CLKOUT_P2,
							HSMC_D,
							HSMC_I2C_SCLK,
							HSMC_I2C_SDAT,
							HSMC_RX_D_N,
							HSMC_RX_D_P,
							HSMC_TX_D_N,
							HSMC_TX_D_P,
							I2C_SCLK,
							I2C_SDAT,
							IRDA_RXD,
							KEY,
							LCD_DATA,
							LCD_EN,
							LCD_ON,
							LCD_RS,
							LCD_RW,
							LEDG,
							LEDR,
							SD_CLK,
							SD_CMD,
							SD_DAT,
							SD_WP_N,
							SMA_CLKIN,
							SMA_CLKOUT,
							SSRAM_ADSC_N,
							SSRAM_ADSP_N,
							SSRAM_ADV_N,
							SSRAM_BE,
							SSRAM_CLK,
							SSRAM_GW_N,
							SSRAM_OE_N,
							SSRAM_WE_N,
							SSRAM0_CE_N,
							SSRAM1_CE_N,							
							SW,
							TD_CLK27,
							TD_DATA,
							TD_HS,
							TD_RESET_N,
							TD_VS,
							UART_CTS,
							UART_RTS,
							UART_RXD,
							UART_TXD,
							VGA_B,
							VGA_BLANK_N,
							VGA_CLK,
							VGA_G,
							VGA_HS,
							VGA_R,
							VGA_SYNC_N,
							VGA_VS,
);
input                                              CLOCK2_50;
input                                              CLOCK3_50;
input                                              CLOCK_50;
output                        [12:0]               DRAM_ADDR;
output                        [1:0]                DRAM_BA;
output                                             DRAM_CAS_N;
output                                             DRAM_CKE;
output                                             DRAM_CLK;
output                                             DRAM_CS_N;
inout                         [31:0]               DRAM_DQ;
output                        [3:0]                DRAM_DQM;
output                                             DRAM_RAS_N;
output                                             DRAM_WE_N;
output                                             EEP_I2C_SCLK;
inout                                              EEP_I2C_SDAT;
output                                             ENET_GTX_CLK;
input                                              ENET_INT_N;
input                                              ENET_LINK100;
output                                             ENET_MDC;
inout                                              ENET_MDIO;
output                                             ENET_RST_N;
input                                              ENET_RX_CLK;
input                                              ENET_RX_COL;
input                                              ENET_RX_CRS;
input                         [3:0]                ENET_RX_DATA;
input                                              ENET_RX_DV;
input                                              ENET_RX_ER;
input                                              ENET_TX_CLK;
output                        [3:0]                ENET_TX_DATA;
output                                             ENET_TX_EN;
output                                             ENET_TX_ER;
inout                                              FAN_CTRL;
output                                             FL_CE_N;
output                                             FL_OE_N;
input                                              FL_RY;
output                                             FL_WE_N;
output                                             FL_WP_N;
output                                             FL_RESET_N;
inout                         [31:0]               FS_DQ;
output                        [26:0]               FS_ADDR;
inout                         [35:0]               GPIO;
input                                              G_SENSOR_INT1;
output                                             G_SENSOR_SCLK;
inout                                              G_SENSOR_SDAT;
output                        [6:0]                HEX0;
output                        [6:0]                HEX1;
output                        [6:0]                HEX2;
output                        [6:0]                HEX3;
output                        [6:0]                HEX4;
output                        [6:0]                HEX5;
output                        [6:0]                HEX6;
output                        [6:0]                HEX7;
input                                              HSMC_CLKIN0;
input                                              HSMC_CLKIN_N1;
input                                              HSMC_CLKIN_N2;
input                                              HSMC_CLKIN_P1;
input                                              HSMC_CLKIN_P2;
output                                             HSMC_CLKOUT0;
inout                                              HSMC_CLKOUT_N1;
inout                                              HSMC_CLKOUT_N2;
inout                                              HSMC_CLKOUT_P1;
inout                                              HSMC_CLKOUT_P2;
inout                         [3:0]                HSMC_D;
output                                             HSMC_I2C_SCLK;
inout                                              HSMC_I2C_SDAT;
inout                         [16:0]               HSMC_RX_D_N;
inout                         [16:0]               HSMC_RX_D_P;
inout                         [16:0]               HSMC_TX_D_N;
inout                         [16:0]               HSMC_TX_D_P;
output                                             I2C_SCLK;
inout                                              I2C_SDAT;
input                                              IRDA_RXD;
input                         [3:0]                KEY;
inout                         [7:0]                LCD_DATA;
output                                             LCD_EN;
output                                             LCD_ON;
output                                             LCD_RS;
output                                             LCD_RW;
output                        [8:0]                LEDG;
output                        [17:0]               LEDR;
output                                             SD_CLK;
inout                                              SD_CMD;
inout                         [3:0]                SD_DAT;
input                                              SD_WP_N;
input                                              SMA_CLKIN;
output                                             SMA_CLKOUT;
output                                             SSRAM_ADSC_N;
output                                             SSRAM_ADSP_N;
output                                             SSRAM_ADV_N;
inout                         [3:0]                SSRAM_BE;
output                                             SSRAM_CLK;
output                                             SSRAM_GW_N;
output                                             SSRAM_OE_N;
output                                             SSRAM_WE_N;
output                                             SSRAM0_CE_N;
output                                             SSRAM1_CE_N;
input                         [17:0]               SW;
input                                              TD_CLK27;
input                         [7:0]                TD_DATA;
input                                              TD_HS;
output                                             TD_RESET_N;
input                                              TD_VS;
input                                             UART_CTS;
output                                              UART_RTS;
input                                              UART_RXD;
output                                             UART_TXD;
output                        [7:0]                VGA_B;
output                                             VGA_BLANK_N;
output                                             VGA_CLK;
output                        [7:0]                VGA_G;
output                                             VGA_HS;
output                        [7:0]                VGA_R;
output                                             VGA_SYNC_N;
output                                             VGA_VS;
wire  data_ready;         
wire  [31:0] hex_data;    
wire  clk50;              
IR_RECEIVE u1(
					.iCLK(CLOCK2_50), 
					.iRST_n(KEY[0]),        
					.iIRDA(IRDA_RXD), 
					.oDATA_READY(data_ready),
					.oDATA(hex_data)        
					);
SEG_HEX u2(  
			.iDIG(hex_data[31:28]),         
			.oHEX_D(HEX0)
		  );  
SEG_HEX u3(  
           .iDIG(hex_data[27:24]),
           .oHEX_D(HEX1)
           );
SEG_HEX u4( 
           .iDIG(hex_data[23:20]),
           .oHEX_D(HEX2)
           );
SEG_HEX u5( 
           .iDIG(hex_data[19:16]),
           .oHEX_D(HEX3)
           );
SEG_HEX u6( 
           .iDIG(hex_data[15:12]),
           .oHEX_D(HEX4)
           );
SEG_HEX u7( 
           .iDIG(hex_data[11:8]) , 
           .oHEX_D(HEX5)
           );
SEG_HEX u8( 
           .iDIG(hex_data[7:4]) ,
           .oHEX_D(HEX6)
           );
SEG_HEX u9( 
           .iDIG(hex_data[3:0]) ,
           .oHEX_D(HEX7)
           );           
assign FAN_CTRL=1'bz;
endmodule
```
**./run.sh**
```bash
#!/bin/bash
# OpenROAD 26Q1-2900-gdf79404cd8, Yosys 0.63+post, stock flow scripts
make -C /OpenROAD-flow-scripts/flow DESIGN_CONFIG=/design/flow/config.mk WORK_HOME=/design/flow/orfs finish
```
==> run summary <==
Numbers from the implementation run.

The number of synthesized flops with an enable pin is 32. In this run, synthesis produced a sequential element count of 163. The total setup buffers inserted after CTS is 0. The TritonCTS clock tree is done.

The count of buffers added on input and output ports is 58. The critical path's top delay family is buffers and inverters. The via count of the routed design is 6916. The total power divided by cell area is 248 nW/µm². The portion of total power attributed to combinational logic is 0.012.

The number of max-cap violations is 0. The buffer depth of the longest clock path is 2. Synthesis produced a netlist whose cell count is 1071. Of the post-synthesis cell area, the dominant cell type holds 0.320. The wire length of the first global-routing pass is 35100 µm. Of the available clock period, the critical path in the final layout requires 0.750. The sum of negative setup slack is 0 ps. The region available for standard cell placement spans 74400 µm².

The clock share of power is 0.478. The detailed router finished its first iteration with between 400 and 500 violations. The effective utilization at floorplan is 0.136. The clock tree synthesis step divided the H-tree into 4 levels.

The area overhead of the layout relative to synthesis is 16.7%. CTS saw 163 sinks. In the global route stage, overall resource usage came out at 0.0487.

The critical path maximum fanout is 5. Ranked by instance count, the synthesized netlist is headed by 146 x buf_4, 130 x dfrtp_1, 95 x nand2_1. The proportion of layout cells with a drive suffix above 1 is 0.0507.

The final period demand of the worst path is 3370 ps. The worst register-to-register path has a depth of 7. The setup check on the worst reg-to-reg path leaves a slack of 1860 ps. The number of top-level pins is 460. The iteration tally of the first detailed-router pass is 4.

Checking hold timing, the worst path is listed with class in2async. The switching part of the total is 0.238. The die boundary width is about 290 µm. The placer congestion estimate is 0.815. Summed over all nets, the half-perimeter wirelength after detailed placement is ~16000 µm. The delay of the slowest cell on the worst path is ~570 ps. Per the synth stats, the flop cell with the highest instance count is dfrtp_1. The routed design has 21800 µm of wire. The category of the most critical setup path is reg2out. The synthesis report gives the async set-or-reset register share as 0.804. The internal power is approximately 2.2 mW. In this run the critical register-to-register path is launched from u1.bitcount[0]. The post-CTS resize count is 0. The mean instance size in the synthesized netlist is 9.49 µm².

The tally of unique sky130hd cells used after synthesis is approximately 62. As reported, the later end of the worst-skew pair has a clock insertion delay of 430 ps. The pin slew with the least headroom to its limit is 692 ps. Per STA, the worst path is made up of inv_1 > ha_1 > nor2_1 > or3b_2 > o21ai_0 > clkdlybuf4s50_1.

After floorplanning, the die was sized to cover 86400 µm². The most frequent cell after synthesis is buf_4. The number of global-route vias before repair is around 7000. For this design the total switching power over the nets is 0.700 mW. The remaining global-route overflow is 0. The endpoint class of the critical path is a primary output.

The count of endpoints failing setup in the final report is 0. The synthesis warning total is 148. The data required time reported for the critical path is 3600 ps.

The kind of start point of the critical path is a flop. Looking at the reg2reg group, the worst path ends at u1.data[27]. The initial antenna violation count came to 2. The script parses the final routing iteration and logs DRC violations as 0. The largest area contributor in the synthesized netlist is dfrtp_1.

Counting the buffers created by CTS gives 17. The part of the total power dissipated in sequential elements is 0.510. Setup repair after global routing left no endpoint under its margin.

For this design, the CTS-stage hold fixing added 0 buffers. The number of logged tool warnings is 325. For the worst setup path, the data arrival time is 2470 ps.

Per the timing report, the achievable frequency comes out to 296 MHz. The sequential element share of the synthesized area is 0.417. Before any placement, the netlist area is recorded as 10200 µm².

The final timing report lists a hold violation count of 0. The completed layout was analyzed and its total power is 2.94 mW. The post-synthesis chip area from yosys is 10200 µm². The flow ran to the end, and the final reports show no timing, DRC or antenna violations.

For this design, Yosys synthesis ends with a cell count of between 1000 and 1500. The floorplan has 100 rows. The clock transition time at the flip-flop clock pins of the worst setup and hold paths is 70 ps.

The final timing report lists a max-slew violation count of 0. The average vias per placed instance is ~3.3. For this sky-water flow run, the detailed-routed wirelength per cell is reported as about 10 µm. The total buffers and inverters traversed by the critical path is 2. The root buffer cell is clkbuf_16. The script extracted a total leakage power of between 4 and 5 nW. Antenna repair during routing inserted a diode count of 0.

The count of endpoints without a timing constraint is ~200. Measured against its own limit, the worst slew margin works out to 0.534. The worst supply voltage drop on vdd is 0.000274 V. Sorting the synthesized cells by area gives the leading types as dfrtp_1 32%, buf_4 11%, edfxtp_1 9.5%. The largest net degree at the start of global routing is 117. The antenna violation net count after detailed routing is 0.

In the final run the clock tree shows a worst skew of ~14 ps. Per the OpenROAD floorplan log, the height of the die is 294 µm. In the final layout, the fill cell count is between 8000 and 9000. The critical path's slowest cell is clkdlybuf4s50_1.
==> logic make-up (layout without fill, tap and decap cells) <==
kind of cell	after synthesis	in the layout	share of synthesized area
other cells	1	146	0.000369
fa+ha+maj	56	56	0.0690
buf+inv	232	141	0.141
xor+xnor	58	58	0.0507
flops	163	163	0.417
compound gates	196	196	0.125
mux	26	26	0.0265
simple gates	339	339	0.170
==> per-stage QoR <==
| step | cells | setup slack [ps] | area [µm²] | hold WS (ps) | util |
|---|---|---|---|---|---|
| 6_report | 2094 | 1130 | 11900 | 342 | 0.159 |
| 5_1_grt | 2094 | 881 | 11900 | 349 | 0.159 |
| 4_1_cts | 2094 | 950 | 11900 | 338 | 0.159 |
| 3_5_place_dp | 2062 | 1440 | 11300 | 435 | 0.152 |
| 3_3_place_gp | 2062 | 1440 | 11300 | 434 | 0.152 |
| 2_1_floorplan | 1216 | 2100 | 10700 | 425 | - |
==> worst max-delay path by stage <==
stage	startpoint	endpoint	cells after the start
final	u1.oDATA[17]	HEX3[0]	6
after global routing	u1.oDATA[1]	HEX7[0]	5
after CTS	u1.oDATA[1]	HEX7[0]	5
==> state kept, by name, indices dropped and copies added (netlist names), 3 cells and up <==
| register | cells |
|---|---|
| u1.bitcount | 6 |
| u1.data | 32 |
| u1.data_buf | 32 |
| u1.data_count | 18 |
| u1.idle_count | 18 |
| u1.oDATA | 32 |
| u1.state | 3 |
| u1.state_count | 18 |
==> worst register-to-register path, delay by kind of cell (launching register included) <==
kind	cells	cell delay (ps)
buf+inv	1	170
simple gates	2	600
flops	1	530
compound gates	3	910
fa+ha+maj	1	370
==> cell type report <==
class / instances / area, µm² / share of cell area
Timing Repair Buffer: 64 / 636 / 0.0536
Inverter: 45 / 169 / 0.0142
Clock inverter: 14 / 138 / 0.0116
Multi-Input combinational cell: 821 / 5030 / 0.424
Sequential cell: 163 / 4240 / 0.358
Tap cell: 969 / 1210 / 0.102
Clock buffer: 18 / 429 / 0.0362
==> per-layer routing <==
| metal | global-route usage | routed length [µm] | vias up |
|---|---|---|---|
| li1 | - | - | 3495 |
| met1 | 0.0666 | 10200 | 3216 |
| met2 | 0.0786 | 10100 | 186 |
| met3 | 0.0146 | 1340 | 15 |
| met4 | 0.00350 | 151 | 4 |
| met5 | 0 | 23 | - |
==> placed cells by master (no fill, tap or decap), types with 14 or more instances in the layout <==
cell type,n
edfxtp_1,32
ha_1,56
o21ai_0,79
mux2i_1,19
nor2_1,63
or3_1,14
nand4_1,25
clkdlybuf4s50_1,57
a21oi_1,30
inv_1,43
nand3_1,30
conb_1,146
xor2_1,22
clkbuf_16,17
a22o_1,17
nand2_1,95
xnor2_1,35
and2_1,51
dfrtp_1,130
==> power by group through the flow <==
stage                 sequential (mW)  combinational (mW)  clock [mW]
after CTS                        1.50              0.0414        1.44
after global routing             1.50              0.0477        1.51
final                            1.50              0.0350        1.41
Power and IR drop assume default switching activity.
